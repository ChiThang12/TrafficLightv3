==> flow/design.v <==
module traffic_fsm #(
    parameter LIGHT_STATE_WIDTH = 3
)(
    input  wire clk,
    input  wire en,
    input  wire rst_n,
    input  wire last_cnt,
    output reg  [LIGHT_STATE_WIDTH-1:0] light,
    output reg  [LIGHT_STATE_WIDTH-1:0] light_cnt_init
);
    localparam IDLE   = 2'b00;
    localparam GREEN  = 2'b01;
    localparam YELLOW = 2'b10;
    localparam RED    = 2'b11;
    reg [1:0] state, next_state;
    always @(posedge clk or negedge rst_n) begin
        if (!rst_n)
            state <= IDLE;
        else if (en)
            state <= next_state;
        else
            state <= IDLE;
    end
    always @(*) begin
        light          = 3'b000;
        light_cnt_init = 3'b000;
        next_state     = state;
        case (state)
            IDLE: begin
                next_state = en ? GREEN : IDLE;
                light      = en ? 3'b100 : 3'b000;  
            end
            GREEN: begin
                next_state     = last_cnt ? YELLOW : GREEN;
                light          = last_cnt ? 3'b010 : 3'b100;  
                light_cnt_init = last_cnt ? 3'b010 : 3'b000;
            end
            YELLOW: begin
                next_state     = last_cnt ? RED : YELLOW;
                light          = last_cnt ? 3'b001 : 3'b010;  
                light_cnt_init = last_cnt ? 3'b001 : 3'b000;
            end
            RED: begin
                next_state     = last_cnt ? GREEN : RED;
                light          = last_cnt ? 3'b100 : 3'b001;  
                light_cnt_init = last_cnt ? 3'b100 : 3'b000;
            end
        endcase
    end
endmodule
==> flow/run.sh <==
#!/bin/bash
# OpenROAD 26Q1-2900-gdf79404cd8, Yosys 0.63+post, stock flow scripts
make -C /OpenROAD-flow-scripts/flow DESIGN_CONFIG=/design/flow/config.mk WORK_HOME=/design/flow/orfs finish
==> flow/config.mk <==
export PLATFORM = sky130hd
export DESIGN_NAME = traffic_fsm
export DESIGN_NICKNAME = traffic_fsm
export VERILOG_FILES = /design/flow/design.v
export SDC_FILE = /design/flow/constraint.sdc
export NUM_CORES = 4
export LEC_CHECK = 1
export CORE_AREA = 10 10 70 70
export DIE_AREA = 0 0 80 80
==> flow/constraint.sdc <==
current_design traffic_fsm

set clk_period 1.9
set clk_io_pct 0.2

create_clock -name clk0 -period $clk_period [get_ports {clk}]

set non_clock_inputs [all_inputs -no_clocks]
set_input_delay [expr $clk_period * $clk_io_pct] -clock clk0 $non_clock_inputs
set_output_delay [expr $clk_period * $clk_io_pct] -clock clk0 [all_outputs]
==> impl_metrics.json <==
{
  "status": "finished, final reports clean",
  "dr.pass1.iters": 2,
  "clock.latency.late_pin_ns": 0.24,
  "p_per_area_nw_per_um2": 617,
  "arrival_ns": 1.46,
  "cts_buffers": 3,
  "drc_errors": 0,
  "worstMarginPinSlew_ns": 0.221,
  "synth-edff-count": 0,
  "gp_congestion": 0.714,
  "synthFlopType": "dfrtp_1",
  "vias_per_cell": 2.15,
  "yosys-top-cells-area": "dfrtp_1 (38%), mux2_4 (15%), dfstp_2 (13%)",
  "wl_microns": 551,
  "cts_sinks": 4,
  "layout-drive-gt1-share_pct": 44.1,
  "fp.dieW_microns": 80,
  "cts_max_level": 1,
  "max_cap_viol_count": 0,
  "largest_reg_flops": 4,
  "ys_area_sq_um": 198,
  "drv_slew": 0,
  "setup_viol": 0,
  "drt_first_iter_violations": 2,
  "io_pins": 10,
  "critPathMaxFanout": 2,
  "grt_pass1_wl_microns": 917,
  "vias": 172,
  "fp.dieH_microns": 80,
  "ys.warnings.count": 1,
  "ys_types": 9,
  "rsz0062_at_grt": "no",
  "log.warning_count": 25,
  "ys_seq_share_pct": 51.3,
  "cp.required_ns": 1.52,
  "top_register": "state",
  "netlist_area_sq_um": 198,
  "avgSynthCellArea_sq_um": 12.4,
  "diodes": 0,
  "top_cell_area_share_pct": 38.0,
  "track_usage_pct": 1.93,
  "core-area_sq_um": 3420,
  "grt_pass1_vias": 185,
  "grt_max_degree": 7,
  "areaGrowthSynthToFinish_pct": 110,
  "yosysCellCount": 16,
  "setup.worst_path.class": "in -> out",
  "common_cells": "and2_2 (3), dfrtp_1 (3), and2_1 (2), inv_1 (2), mux2_4 (2)",
  "port_buffers": 9,
  "fp_util_pct": 5.79,
  "timing.final.ws_setup_ns": 0.0566,
  "fmax_ghz": 0.542,
  "cts_tree": "done",
  "hold_viol_final": 0,
  "postSynth.asyncResetShare_pct": 100,
  "path_clk_slew_ns": 0.05,
  "numSynthFlops": 4,
  "period_used_pct": 97.0,
  "avgRoutedWirePerCell_microns": 6.89,
  "dp_hpwl_microns": 438,
  "fill_cells": 400,
  "start_kind": "primary input",
  "synthCells": 16,
  "cts_root_buffer": "clkbuf_4",
  "power.total_uw": 256,
  "grt-ovfl-total": 0,
  "post-synth-top-area-cell": "dfrtp_1",
  "slew_headroom_pct": 84.9,
  "fin_skew_ns": 0.0118,
  "clk_path_buf_depth": 2,
  "end_kind": "output pin",
  "grt_antenna_before_repair": 0,
  "die_area_sq_um": 6400,
  "power.static_leakage_uw": 0.000183,
  "pre_cts_ws_ns": -0.310,
  "hp-class": "in -> async",
  "min_period_ns": 1.84,
  "top_regs": "state: 4 flops",
  "peakVddDrop_v": 0.000131,
  "num_rows": 21,
  "ant_nets": 0
}
path summary, 6_finish.rpt:
| check | cells past startpoint | startpoint | slack (ns) | end |
|---|---|---|---|---|
| max | 4 | en | 0.06 | light[2] |
| max reg2reg | 3 | state[2] | 0.83 | state[1] |
| min reg2reg | 2 | state[0] | 0.46 | state[2] |
| max in group asynchronous | 1 | rst_n | 1.31 | state[0] |
| min | 1 | rst_n | 0.34 | state[2] |
| min in group clk0 | 2 | state[0] | 0.46 | state[2] |
through the flow:
step | area, sq um | utilization, % | instances | TNS, ns | hold WS, ns
4_1_cts | 414 | 12.1 | 80 | 0 | 0.339
3_3_place_gp | 375 | 11.0 | 75 | -0.971 | 0.464
2_1_floorplan | 198 | - | 16 | 0 | 0.0844
6_report | 415 | 12.2 | 80 | 0 | 0.337
5_1_grt | 415 | 12.2 | 80 | 0 | 0.346
3_5_place_dp | 375 | 11.0 | 75 | -1.03 | 0.470
final cells by class:
type / count / area (sq um) / area share [%]
Tap cell: 46 / 57.6 / 13.9
Sequential cell: 4 / 101 / 24.4
Clock buffer: 4 / 26.3 / 6.33
Inverter: 2 / 7.51 / 1.81
Multi-Input combinational cell: 10 / 96.3 / 23.2
Timing Repair Buffer: 14 / 126 / 30.4
logic make-up (layout without fill, tap and decap cells):
kind of cell,count (synthesis),count (layout),synth area share [%]
muxes,3,3,20.3
and+or+nand+nor,5,5,17.7
DFF,4,4,51.3
AOI/OAI and AO/OA,2,2,6.96
buffers and inverters,2,20,3.80
what timing repair did:
item,4_1_cts,5_1_grt
setup buffers,1,0
gates resized,3,1
endpoints found under the setup margin,6,1
hold buffers,0,0
worst max-delay path, stage by stage:
cell and delay, ns:
clkdlybuf4s50_1 0.48, inv_1 0.08, o41ai_2 0.28, dlygate4sd2_1 0.24
layer usage:
metal	vias up	global-route usage [%]	wire length, microns
met2	14	1.52	117
met4	0	0.352	0
met5	-	0	0
li1	88	-	-
met3	0	2.39	128
met1	70	2.74	305
cells in the final DEF, fill, tap and decap left out, drive strengths merged:
master	instances
dfstp	1
a21oi	1
dfrtp	3
clkbuf	4
mux2i	1
and2	5
buf	5
clkdlybuf4s15	1
clkdlybuf4s50	7
inv	2
o41ai	1
dlygate4sd2	1
mux2	2
power breakdown:
group          internal [uW]  leakage [uW]  switching, uW
Combinational           30.4      0.000117           12.6
Clock                   79.1     0.0000150           40.3
Sequential              90.4     0.0000506           3.39
Power is estimated from default activity; no workload was simulated.
